[./design.v]
`timescale 1ns / 1ps
module highbit #(
    parameter OUT_WIDTH = 4,  
    parameter IN_WIDTH = 1<<(OUT_WIDTH)
) (
    input [IN_WIDTH-1:0]in,
    output [OUT_WIDTH-1:0]out
);
wire [OUT_WIDTH-1:0]out_stage[0:IN_WIDTH];
assign out_stage[0] = 0;
generate genvar i;
    for(i=0; i<IN_WIDTH; i=i+1)
        assign out_stage[i+1] = ~in[i] ? i : out_stage[i]; 
endgenerate
assign out = out_stage[IN_WIDTH];
endmodule
module renamer(
    input[3:0] read1in,
    input[3:0] read2in,
    input[1:0] read_ena_in,
    input[3:0] writein,
    input write_ena_in,
    input[3:0] retirein,
    input retire_ena_in,
    output reg[3:0] read1out,
    output reg[3:0] read2out,
    output reg[1:0] read_ena_out,
    output reg[7:0] wbsout,
    output stall,
    output full,
    input clk,
    input rst,
    input ena
);
    reg[3:0] regtable [7:0];
    reg[3:0] next_write;
    reg[15:0] claimed;
    always @(posedge clk) begin
        if (rst) begin
            claimed <= 16'h00FF;
            for (int i = 0; i < 8; i++) begin
                regtable[i] <= i;
            end
        end else if (write_ena_in && ena && !(&claimed)) begin
            claimed[next_write] <= 1;
            regtable[writein[3:0]] <= next_write;
        end
        if (retire_ena_in) begin
            claimed[retirein] <= 0;
        end
        claimed[0] <= 1;
    end
    always @(*) begin
        read_ena_out = read_ena_in;
        if (read_ena_in[0]) begin
            read1out = regtable[read1in[3:0]];
        end else begin
            read1out = 0;
        end
        if (read_ena_in[1]) begin
            read2out = regtable[read2in[3:0]];
        end else begin
            read2out = 0;
        end
    end
    highbit openbit (claimed, next_write);
    always @(*) begin
        if (write_ena_in && !(&claimed)) begin
            wbsout = {regtable[writein[3:0]], next_write};
        end else begin
            wbsout = 0;
        end
    end
    assign full = &claimed;
    assign stall = full & write_ena_in;
endmodule
[./config.mk]
export PLATFORM = sky130hd
export DESIGN_NAME = renamer
export DESIGN_NICKNAME = renamer
export VERILOG_FILES = /design/flow/design.v
export SDC_FILE = /design/flow/constraint.sdc
export NUM_CORES = 4
export LEC_CHECK = 1
export CORE_UTILIZATION = 30
[./run.sh]
#!/bin/bash
# OpenROAD 26Q1-2900-gdf79404cd8, Yosys 0.63+post, stock flow scripts
make -C /OpenROAD-flow-scripts/flow DESIGN_CONFIG=/design/flow/config.mk WORK_HOME=/design/flow/orfs finish
[./constraint.sdc]
current_design renamer

set clk_period 2.9
set clk_io_pct 0.2

create_clock -name clk0 -period $clk_period [get_ports {clk}]

set non_clock_inputs [all_inputs -no_clocks]
set_input_delay [expr $clk_period * $clk_io_pct] -clock clk0 $non_clock_inputs
set_output_delay [expr $clk_period * $clk_io_pct] -clock clk0 [all_outputs]
==> flow_metrics.py <==
# Synthesis and PnR figures
metrics = {
    "place": {
        "hpwl_mm": 6.641,
        "io_buffers": 39,
        "gp_congestion": 0.9270,
        "dp.cells": 535,
    },
    "pwr": {
        "power.internal_mw": 1.265,
        "ir_worst_vdd_v": 0.0002935,
        "leakage_nw": 1.624,
        "p_switching_uw": 430.8,
        "sw_frac_of_total_pct": 25.41,
        "combPwrFrac_pct": 18.6,
        "seq_power_share_pct": 46.3,
        "p_per_area_mw_per_mm2": 399.1,
        "finalPower_mw": 1.696,
        "power.share.clock_pct": 35.1,
    },
    "logic_synthesis": {
        "ys_seq_share_pct": 37.36,
        "topCellsByArea": "edfxtp_1, mux4_2, dfxtp_1",
        "common_cells": "nor2_1, nand2_1, edfxtp_1",
        "top_area_share_pct": 28.47,
        "yosysChipArea_mm2": 0.003376,
        "synthesis.area_mm2": 0.003376,
        "ys_cells": 355,
        "syn_avg_cell_area_um2": 9.509,
        "ff_type": "edfxtp_1",
        "synth-edff-count": 32,
        "synth.distinct_cells": 55,
        "ys_ff": 47,
        "async_flop_share_pct": 0,
        "netlist_instances": 355,
        "yosysMostFrequentCell": "nor2_1",
        "synth_top_cell_by_area": "edfxtp_1",
        "yosys_warnings": 2,
    },
    "floorplanning": {
        "dieArea_mm2": 0.01168,
        "num_rows": 38,
        "die_h_um": 108.1,
        "core_mm2": 0.01089,
        "fp-utilization_pct": 31.00,
        "io_pins": 43,
        "dieWidth_um": 108.1,
    },
    "finish": {
        "syn2layout_area_growth_pct": 25.87,
        "finalNonFillerCells": 543,
        "drive_above_1_share_pct": 16.63,
        "regArea_mm2": 0.001264,
        "num-fill-cells": 1069,
        "comb_area_mm2": 0.001977,
    },
    "final_timing": {
        "rsz0062_at_grt": "no",
        "setup_viol": 0,
        "slew_headroom_pct": 63.44,
        "hold_viol": 0,
        "drv_slew": 0,
        "tightest_slew_ns": 0.5435,
        "finalCriticalPeriod_ns": 2.776,
        "max_freq_mhz": 360.2,
        "fin_skew_ns": 0.005793,
        "finalCritPeriodShare_pct": 95.73,
    },
    "setup_path": {
        "reg2reg_to": "claimed[8]",
        "crit_start": "read2in[1]",
        "critical_path_class": "input port to output pin",
        "startpoint_type": "input port",
        "cp_max_fo": 8,
        "reg2reg_from": "claimed[5]",
        "crit_path_end": "read2out[3]",
        "arrival_ns": 2.20,
        "rrSetupSlack_ns": 0.31,
        "crit_required_ns": 2.32,
        "r2r_cells": 11,
        "end_kind": "output pin",
    },
    "clocking": {
        "cts_buffers": 5,
        "cts_sinks": 47,
        "path_clk_slew_ns": 0.10,
        "htreeDepth": 2,
        "clock_path_buffers": 2,
        "cts_hold_buf": 0,
        "cts_tree": "built",
        "cts_root_buf": "clkbuf_8",
        "cts_setup_buffers": 0,
        "insertion_delay_ns": 0.30,
    },
    "route": {
        "insertedDiodeCount": 0,
        "firstDrtPassIters": 4,
        "drtIter0Drc": 103,
        "vias": 2872,
        "ant_nets": 0,
        "wirelength_mm": 8.659,
        "drc": 0,
        "drt-wirelength-per-cell_um": 15.95,
        "viasPerCell": 5.289,
    },
    "job": {
        "warnings": 34,
        "cap_violations": 0,
    },
    "grt": {
        "grt_pass1_vias": 2751,
        "grt_pass1_wl_mm": 13.79,
        "grt_antenna_before_repair": 0,
        "grt-ovfl-total": 0,
        "grt_usage_pct": 15.92,
        "grt_max_degree": 23,
    },
    "status": {
        "status": "complete, no violations",
    },
    "hold_path": {
        "min_path_type": "register to register",
    },
}
==> critical path, stage by stage <==
cell	delay, ns
clkdlybuf4s50_1	0.52
buf_12	0.14
mux4_2	0.30
mux2i_1	0.20
nor2b_1	0.07
clkdlybuf4s50_1	0.39
==> power by group through the flow <==
stage	registers (mW)	logic, mW	clock network (mW)
finish	0.785	0.315	0.596
global route	0.791	0.347	0.623
CTS	0.785	0.314	0.602
==> cells in the final DEF (no fill, tap or decap), types with 2 or more instances in the layout <==
master / n
nand2b_1: 11
a21o_1: 5
nand2_1: 42
bufinv_16: 2
buf_12: 4
o21ai_0: 10
o31ai_1: 3
and2_1: 3
nand3b_1: 2
dfxtp_2: 2
clkbuf_8: 5
a31oi_1: 11
clkdlybuf4s50_1: 34
o211ai_1: 2
nor2_1: 45
o2bb2ai_1: 3
dfxtp_1: 13
a21oi_1: 15
a21boi_0: 2
nand3_1: 10
dlygate4sd2_1: 3
a22oi_1: 2
ha_1: 8
nand4_1: 9
and3_1: 3
nor2b_1: 11
inv_1: 14
dlymetal6s2s_1: 2
buf_4: 21
nor3_1: 6
edfxtp_1: 32
nor4_1: 3
mux2i_1: 14
mux4_2: 20
==> layer usage <==
metal | vias up | part of all wire (%) | track usage, %
met2 | 99 | 48 | 26.16
met1 | 1351 | 45 | 22.80
met5 | - | 0 | 0
met4 | 0 | 1.0 | 2.250
li1 | 1413 | - | -
met3 | 9 | 6.6 | 3.620
==> kinds of logic after synthesis <==
group,count (synthesis),synth area share [%]
multiplexers,34,17.49
buffers and inverters,39,4.670
AND/OR/NAND/NOR,157,23.09
AND-OR/OR-AND,69,14.16
adder cells (fa/ha/maj),8,2.965
XOR/XNOR,1,0.2595
flip-flops,47,37.36
==> flip-flops by register name, summed over array words and instances (netlist names) <==
name,count
regtable,32
claimed,15
==> through the flow <==
step / hold slack [ns] / utilization, % / worst slack (ns) / TNS (ns) / instance area (um^2)
3_3_place_gp: 0.4883 / 37.53 / -0.09729 / -0.5468 / 4086
6_report: 0.5098 / 39.03 / 0.1237 / 0 / 4249
5_1_grt: 0.5702 / 39.03 / 0.004827 / 0 / 4249
3_5_place_dp: 0.4900 / 37.53 / -0.1051 / -0.6658 / 4086
4_1_cts: 0.5068 / 38.78 / 0.009405 / 0 / 4223
2_1_floorplan: 0.4536 / - / 0.07615 / 0 / 3377
==> area by class of cell <==
| type | instances | share of cell area [%] |
|---|---|---|
| clock inverters | 3 | 1.678 |
| flip-flops and latches | 47 | 29.74 |
| clock buffers | 5 | 1.620 |
| inverters | 14 | 1.237 |
| multi-input cells | 269 | 46.53 |
| repair buffers | 65 | 15.08 |
| well taps | 140 | 4.122 |
==> repair_timing <==
action / 4_1_cts / 5_1_grt
pin swaps: 0 / 1
gates cloned: 0 / 0
gates resized: 3 / 10
setup endpoints to repair: 11 / 7
==> worst min-delay path by stage <==
stage	start	end	slack, ns	depth (start not counted)
6_report	claimed[1]	claimed[1]	0.51	2
5_1_grt	claimed[2]	claimed[2]	0.57	2
4_1_cts	claimed[1]	claimed[1]	0.51	2
Power is estimated from default activity; no workload was simulated.
