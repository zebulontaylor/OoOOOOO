==> config.mk <==
export PLATFORM = sky130hd
export DESIGN_NAME = rob
export DESIGN_NICKNAME = rob
export VERILOG_FILES = /design/flow/design.v
export SDC_FILE = /design/flow/constraint.sdc
export NUM_CORES = 4
export LEC_CHECK = 1
export CORE_UTILIZATION = 40
==> constraint.sdc <==
current_design rob

set clk_period 18.4
set clk_io_pct 0.2

create_clock -name clk0 -period $clk_period [get_ports {clk}]

set non_clock_inputs [all_inputs -no_clocks]
set_input_delay [expr $clk_period * $clk_io_pct] -clock clk0 $non_clock_inputs
set_output_delay [expr $clk_period * $clk_io_pct] -clock clk0 [all_outputs]
==> design.v <==
`timescale 1ns / 1ps
module rob(
    input clk,
    input rst,
    input rob_transmit,
    input[3:0] robid,
    input[7:0] flags,
    input[7:0] wbs,
    input[7:0] value,
    output reg prf_transmit,
    output reg[3:0] prf_id,
    output reg[7:0] prf_value,
    output reg branch_transmit,
    output reg[7:0] new_pc_out,
    output reg branch_not_taken,
    output reg retire_transmit,
    output reg[3:0] retire_id
);
    reg[15:0][7:0] values_rf;
    reg[15:0][7:0] wbs_rf;
    reg[15:0][7:0] flags_rf;
    reg[15:0] ready;
    reg[3:0] pos;
    always @(posedge clk) begin
        if (rst) begin
            pos <= 0;
            ready <= 0;
            values_rf <= 0;
            wbs_rf <= 0;
            flags_rf <= 0;
            prf_transmit <= 0;
            branch_transmit <= 0;
            retire_transmit <= 0;
            prf_id <= 0;
            prf_value <= 0;
            new_pc_out <= 0;
            branch_not_taken <= 0;
        end else begin
            prf_transmit = 0;
            if (rob_transmit) begin
                values_rf[robid] <= value;
                wbs_rf[robid] <= wbs;
                flags_rf[robid] <= flags;
                ready[robid] <= 1;
                prf_transmit = 1;
                prf_id <= wbs_rf[robid][3:0];
                prf_value <= values_rf[robid];
            end
            branch_transmit <= 0;
            retire_transmit <= 0;
            if (ready[pos]) begin
                pos <= pos + 1;
                ready[pos] <= 0;
                if (!flags_rf[pos][7]) begin   
                    retire_transmit <= 1;
                    retire_id <= wbs_rf[pos][7:4];
                end
                if (flags_rf[pos][4]) begin   
                end
                if (flags_rf[pos][0]) begin   
                    branch_transmit <= 1;
                    branch_not_taken <= flags_rf[pos][5];
                    new_pc_out <= values_rf[pos];
                end
            end
        end
    end
endmodule
==> run.sh <==
#!/bin/bash
# OpenROAD 26Q1-2900-gdf79404cd8, Yosys 0.63+post, stock flow scripts
make -C /OpenROAD-flow-scripts/flow DESIGN_CONFIG=/design/flow/config.mk WORK_HOME=/design/flow/orfs finish
==> flow_summary.yaml <==
# yosys + openroad results
outcome:
  outcome: "completed"
sta:
  finalClockSkew_ns: 0.0203
  hold_ws_ns: 0.457
  setup_viol: 0
  slew-limit-headroom: 0.379
  fmax_ghz: 0.142
  min_period_ns: 7.06
  setup_slack_ns: 11.34
  worst_pin_slew_ns: 0.932
  fin_setup_tns_ns: 0
  timing.final.hold_violations: 0
  rsz0062_at_grt: "false"
  slew_violations: 0
  fin_crit_sh: 0.384
routing:
  drt_wl_total_um: 53900
  via_per_inst: 6.38
  first_pass_iters: 5
  wl_per_cell_um: 26.4
  via_count: 13000
  route.detailed.drc: 0
  antenna_cells: 0
  drt_iter0_markers: 1165
  drtAntennaViolNets: 0
yosys:
  synth_area_sq_mm: 0.0161
  edf_count: 4
  synth-seq-cells: 352
  async_flop_share: 0
  ff_type: "dfxtp_1"
  synth_cell_types: 53
  syn_area_per_cell_sq_um: 10.5
  postSynthSeqShare: 0.439
  netlist_instances: 1535
  ys_warn_count: 1
  yosysCellCount: 1535
  yosysChipArea_sq_mm: 0.0161
critical_path:
  crit_type: "in -> reg"
  required_ns: 18.80
  path_max_fanout: 46
  cp-start-kind: "input port"
  cp_data_arrival_time_ns: 7.46
  worstSetupEndpointType: "flip-flop"
clocking:
  clk_latency_ns: 0.55
  clock-root-buffer: "clkbuf_16"
  cts.htree.levels: 2
  clk_transition_reported_paths_ns: 0.06
  cts_resized: 0
  cts_tree: "yes"
  max-clock-path-buffers: 3
  numCtsBuffers: 39
  ctsHoldBuffers: 0
  post_cts_buffers: 0
  clock_sinks: 352
floorplan:
  dieArea_sq_mm: 0.0412
  core_sq_mm: 0.0397
  die_w_um: 203
  pin_count: 59
  rows: 73
  dieHeight_um: 203
  fp_util: 0.406
placed_design:
  place_worst_setup_slack_ns: 10.91
  portBuffers: 53
  place_congestion: 0.847
  place_hpwl_um: 30200
global_routing:
  grt.overflow.total: 0
  antenna_found_initial: 0
  grt.total_usage: 0.277
  grt_max_degree: 106
  grt_pass1_vias: 13000
  grt_pass1_wl_um: 81000
layout:
  most-common-layout-cells: "dfxtp_1, nor2_1, a32oi_1, mux4_2, nand2_1"
  mostFrequentLayoutCell: "dfxtp_1"
  drive_above_1_share: 0.167
  nFillCells: 3576
  area_growth_pct: 12.5
worst_hold_path:
  min_path_type: "reg -> reg"
run:
  cap_viol_max_count: 0
  tool_warnings: 40
pwr:
  vdd_drop_max_v: 0.0000608
  cellPowerDensity_mw_per_mm2: 94.8
  leakagePower_uw: 0.00612
[per-stage QoR]
| stage | cell area (sq um) | total power (uW) | instances | util |
|---|---|---|---|---|
| finish | 18200 | 1720 | 2042 | 0.457 |
| global route | 18200 | 1770 | 2042 | 0.457 |
| CTS | 18200 | 1730 | 2042 | 0.457 |
| detailed placement | 16800 | 917 | 1971 | 0.424 |
| global placement | 16800 | 915 | 1971 | 0.424 |
| floorplan | 16100 | 874 | 1535 | - |
[registers in the layout (all words and copies together), names as in the netlist]
register,flops
branch_not_taken,1
branch_transmit,1
flags_rf,48
new_pc_out,8
pos,4
prf_id,4
prf_transmit,1
prf_value,8
ready,16
retire_id,4
retire_transmit,1
values_rf,128
wbs_rf,128
[synth_stat cells, drive strengths merged (2+ instances only)]
cell type | n | area share
a211oi | 13 | 0.0064
a21oi | 89 | 0.028
a221oi | 16 | 0.0091
a22o | 27 | 0.015
a22oi | 28 | 0.013
a311oi | 4 | 0.0022
a32o | 35 | 0.022
a32oi | 147 | 0.080
and2 | 9 | 0.0035
and3 | 5 | 0.0022
buf | 77 | 0.030
clkbuf | 114 | 0.027
dfxtp | 348 | 0.43
edfxtp | 4 | 0.0074
ha | 11 | 0.0085
inv | 10 | 0.0023
mux2i | 59 | 0.037
mux4 | 117 | 0.16
nand2 | 116 | 0.027
nand2b | 2 | 0.00077
nand3 | 33 | 0.010
nor2 | 215 | 0.050
nor2b | 8 | 0.0031
nor3 | 7 | 0.0025
nor3b | 3 | 0.0017
nor4b | 2 | 0.0011
o21ai | 21 | 0.0065
or3 | 2 | 0.00077
xnor2 | 3 | 0.0016
[layer usage]
layer,track usage,part of all wire,vias to the layer above
met5,0,0,-
met4,0.109,0.046,0
met3,0.113,0.11,144
met2,0.417,0.46,667
met1,0.366,0.38,6447
li1,-,-,5763
[power by group]
part	total (uW)	internal, uW	switching, uW
Clock	819	496	323
Sequential	779	773	5.79
Combinational	124	35.0	88.7
Total	1720	1300	417
[critical path: stages]
cell      delay (ns)
buf_2           0.30
buf_4           0.68
nor3_1          0.14
ha_1            0.35
nand2b_1        0.30
nor2b_4         0.16
buf_4           0.53
nand2_1         0.62
buf_4           0.42
a32oi_1         0.17
nor2_1          0.06
[cell type report]
class                   count  area, sq um  area share
clock inverters            15          215      0.0118
flip-flops and latches    352         7090       0.390
multi-input cells         982         8150       0.449
repair buffers            102          896      0.0493
well taps                 525          657      0.0362
clock buffers              56         1120      0.0618
inverters                  10         37.5     0.00207
[cells by family after synthesis]
group / after synthesis / synth area share
AND/OR/NAND/NOR: 408 / 0.107
flip-flops: 352 / 0.439
adder cells (fa/ha/maj): 11 / 0.00852
multiplexers: 176 / 0.200
AND-OR/OR-AND: 384 / 0.185
buffers and inverters: 201 / 0.0592
XOR/XNOR: 3 / 0.00163
[final timing paths]
kind | from | end | slack (ns) | depth (start not counted)
setup / recovery | robid[1] | wbs_rf[81] | 11.34 | 11
hold / removal | flags_rf[71] | flags_rf[71] | 0.46 | 2
setup reg to reg | pos[0] | retire_id[2] | 15.07 | 4
hold reg to reg | flags_rf[71] | flags_rf[71] | 0.46 | 2
Power and IR drop assume default switching activity.
