$ cat design/flow/constraint.sdc
current_design prf

set clk_period 8.1
set clk_io_pct 0.2

create_clock -name clk0 -period $clk_period [get_ports {clk}]

set non_clock_inputs [all_inputs -no_clocks]
set_input_delay [expr $clk_period * $clk_io_pct] -clock clk0 $non_clock_inputs
set_output_delay [expr $clk_period * $clk_io_pct] -clock clk0 [all_outputs]
$ cat design/flow/config.mk
export PLATFORM = sky130hd
export DESIGN_NAME = prf
export DESIGN_NICKNAME = prf
export VERILOG_FILES = /design/flow/design.v
export SDC_FILE = /design/flow/constraint.sdc
export NUM_CORES = 4
export LEC_CHECK = 1
export CORE_UTILIZATION = 50
$ cat design/flow/run.sh
#!/bin/bash
# OpenROAD 26Q1-2900-gdf79404cd8, Yosys 0.63+post, stock flow scripts
make -C /OpenROAD-flow-scripts/flow DESIGN_CONFIG=/design/flow/config.mk WORK_HOME=/design/flow/orfs finish
$ cat design/flow/design.v
`timescale 1ns / 1ps
module prf #(
    parameter PRF_SIZE = 16
)(
    input clk,
    input rst,
    input shared_cdb_transmit,
    input[3:0] shared_cdb_id,
    input[7:0] shared_cdb_val,
    input shared_cdb_write,
    input[3:0] requested_id,
    input requesting,
    input[3:0] old_wb,
    input retire_ena,
    output reg[PRF_SIZE-1:0] ready_regs,
    output reg cdb_transmit,
    output reg[3:0] cdb_id,
    output reg[7:0] cdb_val
);
    reg[PRF_SIZE-1:0][7:0] rf;
    always @(*) begin
        cdb_transmit = requesting;
        if (requesting) begin
            cdb_id = requested_id;
            cdb_val = rf[requested_id];
        end else begin
            cdb_id = 0;
            cdb_val = 0;
        end
    end
    always @(posedge clk) begin
        if (retire_ena) begin
            ready_regs[old_wb] <= 0;  
        end
        if (shared_cdb_transmit) begin
            rf[shared_cdb_id] <= shared_cdb_val;
            if (shared_cdb_write) begin
                ready_regs[shared_cdb_id] <= 1;
            end
        end
        if (rst) begin
            rf <= 0;
            ready_regs <= 0;
        end
        ready_regs[0] <= 1;
        rf[0] <= 0;
    end
endmodule
==> flow_summary.ini <==
; synthesis and place-and-route metrics
[run_status]
status = finished clean

[worst_setup_path]
critPathMaxFanout = 17
crit_arrival_ns = 4.31
worstPathRequired_ns = 6.48
crit_type = input pin to primary output
r2r_start = ready_regs[3]
start_kind = input pin
end_kind = primary output
worstSetupStartpoint = requested_id[1]

[timing]
fin_skew_ns = 0
min_period_ns = 5.935
max_freq_mhz = 168.5
setup_violations = 0
fin_crit_sh_pct = 73.27
timing.hold.ws_ns = 0.4594
slew_headroom_pct = 38.71
fin_setup_tns_ns = 0
layout_setup_ws_ns = 2.166
hold_viol = 0
maxSlewViolCount = 0
rsz0062_at_grt = no
tightest_slew_ns = 0.9194

[synthesis]
top_cell_area_share_pct = 42.03
synth.distinct_cells = 51
yosysCellCount = 665
syn_area_per_cell_um2 = 9.669
top_area_cell = dfxtp_1
yosysWarnings = 1
ys_chip_area_um2 = 6430
synth_area_um2 = 6430
ys_seq_share_pct = 42.03
syn_inst = 665
ys.flops = 135
yosys-top-cells-area = dfxtp_1 (42%), a32oi_1 (8.0%), mux4_2 (4.9%)

[route]
ant_nets = 0
diodes = 0
drt-initial-drc-count = 484
drt_wl_total_um = 19520
viasPerCell = 6.483
wl_per_cell_um = 22.44
drc_errors = 0
num_vias = 5640
firstDrtPassIters = 5

[place]
io_buffers = 53
dp.cells = 839
hpwl_um = 12480
dpl_worst_slack_ns = 2.203
gp_congestion = 0.9229

[grt]
antenna_found_initial = 0
grt_overflow = 0
grt_pass1_wl_um = 29990
grt_max_degree = 55
grt_use_total_pct = 31.67
grt_pass1_vias = 5142

[layout]
syn2layout_area_growth_pct = 17.09
fin_cells = 870
num-fill-cells = 1040
final_cell_mix = dfxtp_1 (135), nor2_1 (69), a32oi_1 (59)
final_common_cell = dfxtp_1
drive_gt1_share_pct = 12.18

[floorplan]
fp.dieH_um = 115.4
die_area_um2 = 13320
ios = 55
fp_util_pct = 51.16
die-width_um = 115.4
rows = 41
fp.coreArea_um2 = 12570

[power_and_ir_drop]
power_uw = 1619
irDropWorstVdd_mv = 0.1957
leakage_uw = 0.002590
pwr_density_cell_nw_per_um2 = 215.1

[cts]
cts_tree = built
cts_buffers = 17
clockBufferDepth = 2
cts_hold_buf = 0
clkLatencyLatePin_ns = 0.41
post-cts-setup-buffers = 0
cts.sinks = 135
htreeDepth = 4
clockRootBuffer = clkbuf_16
clk_pin_slew_ns = 0.05
cts-resized-gates = 0

[flow_run]
warnings = 32
max-cap-violations = 0

[hold_path]
worstHoldPathType = flip-flop to flip-flop
hp-start = rf[118]
path summary, 6_finish.rpt:
| check | to | slack [ns] | cells past startpoint |
|---|---|---|---|
| hold reg to reg | rf[118] | 0.46 | 1 |
| setup / recovery | cdb_val[4] | 2.17 | 7 |
| hold / removal | rf[118] | 0.46 | 1 |
| setup reg to reg | ready_regs[3] | 7.36 | 4 |
cell type report:
class | instances | area [um^2] | area share, %
Clock buffer | 18 | 429.2 | 5.701
Clock inverter | 13 | 156.4 | 2.077
Inverter | 9 | 33.78 | 0.4487
Multi-Input combinational cell | 458 | 3381 | 44.91
Sequential cell | 135 | 2703 | 35.90
Tap cell | 172 | 215.2 | 2.859
Timing Repair Buffer | 65 | 610.6 | 8.110
registers in the layout, indices dropped and copies added (netlist names):
| signal | flops |
|---|---|
| rf | 120 |
| ready_regs | 15 |
synthesized netlist by cell type, drive strengths merged:
| cell type | n |
|---|---|
| a2111o | 1 |
| a2111oi | 2 |
| a211o | 1 |
| a21oi | 46 |
| a221o | 8 |
| a22o | 6 |
| a22oi | 8 |
| a31oi | 7 |
| a32o | 27 |
| a32oi | 59 |
| a41oi | 1 |
| and2 | 9 |
| and3 | 1 |
| and3b | 2 |
| buf | 27 |
| clkbuf | 36 |
| conb | 1 |
| dfxtp | 135 |
| ha | 10 |
| inv | 9 |
| mux2 | 13 |
| mux2i | 15 |
| mux4 | 14 |
| nand2 | 26 |
| nand2b | 8 |
| nand3 | 29 |
| nand3b | 1 |
| nand4 | 2 |
| nand4b | 1 |
| nor2 | 71 |
| nor2b | 10 |
| nor3 | 8 |
| nor3b | 2 |
| nor4 | 2 |
| o2111ai | 2 |
| o211ai | 7 |
| o21ai | 34 |
| o21bai | 3 |
| o2bb2ai | 17 |
| or2 | 1 |
| or3 | 1 |
| xnor2 | 1 |
| xor2 | 1 |
critical path: stages:
cell and delay, ns:
clkdlybuf4s50_1 0.75, buf_4 0.38, nor2b_1 0.47, a221o_1 0.26, o211ai_1 0.11, a31oi_1 0.23, clkdlybuf4s50_1 0.50
report_power, final:
part	internal, uW	switching, uW
Combinational	58.6	115
Sequential	674	5.34
Clock	480	286
logic make-up after synthesis:
family / share of synthesized area, %
fa+ha+maj: 1.946
mux: 9.515
xor+xnor: 0.3893
compound gates: 27.26
flops: 42.03
buf+inv: 5.449
other cells: 0.05832
simple gates: 13.35
per-stage QoR:
stage	utilization (%)	cell area, um^2
floorplan	-	6430
global placement	55.24	6943
detailed placement	55.24	6943
CTS	59.90	7528
global route	59.90	7528
finish	59.90	7528
routing by layer:
layer / vias to the layer above / GRT usage, % / share of wire [%]
li1: 2603 / - / -
met1: 2739 / 50.08 / 45
met2: 269 / 46.11 / 44
met3: 29 / 8.311 / 8.7
met4: 0 / 5.281 / 1.5
met5: - / 0 / 0
